==> ./run.sh <==
#!/bin/bash
# OpenROAD 26Q1-2900-gdf79404cd8, Yosys 0.63+post, stock flow scripts
make -C /OpenROAD-flow-scripts/flow DESIGN_CONFIG=/design/flow/config.mk WORK_HOME=/design/flow/orfs finish
==> ./config.mk <==
export PLATFORM = sky130hd
export DESIGN_NAME = SRAM
export DESIGN_NICKNAME = SRAM
export VERILOG_FILES = /design/flow/design.v
export SDC_FILE = /design/flow/constraint.sdc
export NUM_CORES = 4
export LEC_CHECK = 1
export CORE_UTILIZATION = 30
export SYNTH_MEMORY_MAX_BITS = 65536
==> ./constraint.sdc <==
current_design SRAM

set clk_period 64.5
set clk_io_pct 0.2

create_clock -name clk0 -period $clk_period [get_ports {clk}]

set non_clock_inputs [all_inputs -no_clocks]
set_input_delay [expr $clk_period * $clk_io_pct] -clock clk0 $non_clock_inputs
set_output_delay [expr $clk_period * $clk_io_pct] -clock clk0 [all_outputs]
==> ./design.v <==
module SRAM
#(
	parameter addr_width 	= 5,
	parameter data_width	= 256,
	parameter mem_size 		= 32
)
(
	input							clk,
	input		[addr_width-1:0]	addr_i,
	input							cs,		
	input							we,		
	input 		[data_width-1:0] 	data_i,
	output	reg [data_width-1:0]	data_o
);
	integer i;
	reg			[data_width-1:0]	memory	[0:mem_size-1];
	initial begin
		for(i = 0; i < mem_size; i = i+1)
       		memory[i] = {data_width{1'b0}};
	end
	initial begin
		data_o = {data_width{1'bz}};
	end
	always @ (posedge clk)
		if(cs) begin
			if(we)
				memory[addr_i >> 2] <= data_i;
			else
				data_o = memory[addr_i >> 2];
		end else
			data_o = {data_width{1'bz}};
endmodule
==> impl_metrics.env <==
# yosys + openroad results
export IMPL_leakage_uw=0.0316
export IMPL_path_cells="buf_8 > nand2b_4 > nor3_2 > buf_4 > buf_4 > buf_4 > buf_4 > buf_4"
export IMPL_grt_pass1_vias=46700
export IMPL_reg2reg_slack_ns=63.16
export IMPL_hpwl_microns=118000
export IMPL_path_clk_slew_ns=0.06
export IMPL_crit_top_cell="buf_4"
export IMPL_timing_rr_start="memory[0][245]"
export IMPL_synthCells=4244
export IMPL_yosys_warnings=3
export IMPL_dieArea_sq_um=284000
export IMPL_grt_max_degree=121
export IMPL_routed_wl_microns=217000
export IMPL_cts_root_buffer="clkbuf_16"
export IMPL_tightest_slew_ns=0.944
export IMPL_finalPower_uw=3230
export IMPL_finalClockSkew_ns=0.0649
export IMPL_track_usage=0.161
export IMPL_netlist_area_sq_um=84600
export IMPL_fin_crit_sh=0.259
export IMPL_vias=44300
export IMPL_layout_min_cycle_time_ns=16.70
export IMPL_cts_resized_gates=0
export IMPL_grt_overflow=0
export IMPL_ant_nets=0
export IMPL_crit_slowest_cell="buf_4"
export IMPL_status="complete, no violations"
export IMPL_whs_endpoint="data_o[123]"
export IMPL_ff2ff_path_depth=3
export IMPL_fmax_mhz=59.9
export IMPL_cp_arrival_ns=17.15
export IMPL_coreArea_sq_um=280000
export IMPL_peakVddDrop_mv=0.0267
export IMPL_numPortBuffers=517
export IMPL_first_pass_iters=5
export IMPL_yosysCellCount=4244
export IMPL_ys_ff=2304
export IMPL_clk_insertion_delay_late_ns=0.89
export IMPL_via_per_inst=5.05
export IMPL_fp_util=0.302
export IMPL_path_max_fanout=63
export IMPL_yosys_area_top_type_share=0.818
export IMPL_powerDensity_nw_per_um2=31.7
export IMPL_r2r_end="data_o[245]"
export IMPL_holdBufCountCts=0
export IMPL_cts_tree="done"
export IMPL_start_kind="primary input"
export IMPL_setup_viol=0
export IMPL_cp_end_kind="register"
export IMPL_crit_path_max_incr_delay_ns=0.62
export IMPL_avgSynthCellArea_sq_um=19.9
export IMPL_gp_congestion=0.813
export IMPL_hold_depth=2
export IMPL_top_usage_layer="met2"
export IMPL_holdCritStartpoint="memory[7][123]"
export IMPL_met2_usage=0.247
export IMPL_holdCritPathClass="register to register"
export IMPL_drv_cap=0
export IMPL_crit_type="primary input to register"
export IMPL_yosysTopAreaCell="edfxtp_1"
export IMPL_hold_viol=0
export IMPL_seq_area_frac_synth=0.818
export IMPL_die_y_microns=533
export IMPL_htree_levels=4
export IMPL_drc_errors=0
export IMPL_antenna_found_initial=65
export IMPL_rsz0062_at_grt="false"
export IMPL_clkSinkCount=2304
export IMPL_drv_slew=0
export IMPL_stage_log_warnings=34
export IMPL_worstPathRequired_ns=64.95
export IMPL_met1_usage=0.193
export IMPL_relSlewSlack=0.369
export IMPL_drt_iter0_drc=2621
export IMPL_synth_area_yosys_sq_um=84600
export IMPL_grt_pass1_wl_microns=315000
export IMPL_die_x_microns=533
export IMPL_cts_made_buffers=237
export IMPL_ys_types=26
export IMPL_wl_per_cell_microns=24.8
export IMPL_post_cts_repair_setup_buffers=0
export IMPL_layout_drive_gt1_share=0.190
export IMPL_use_met3=0.102
export IMPL_synth_area_top_cells="edfxtp_1 (82%), mux2_2 (6.1%), o221ai_1 (4.4%)"
export IMPL_ios=520
export IMPL_syn_to_final_growth_pct=20.4
export IMPL_cts_path_max_buffers=4
export IMPL_rows=194
export IMPL_setup_tns_final_ns=0
registers in the layout (all words and copies together) (netlist names):
register and count:
data_o 256, memory 2048
cell usage after synthesis:
library cell,instances
mux2_2,458
nor3_1,60
o32ai_1,1
nand2_1,4
edfxtp_1,2304
inv_2,2
clkbuf_1,99
or2_2,1
nand3_1,2
nor2_1,5
buf_2,155
o221ai_1,427
or3_1,1
o22ai_1,270
mux2i_1,55
nand2b_1,6
buf_4,20
nor2b_1,14
a211o_1,55
buf_6,4
a21oi_1,73
a22oi_1,168
nand3b_1,1
buf_1,30
clkinv_1,1
a211oi_1,28
worst max-delay path: cells and delay by family:
kind / cells / cell delay (ns)
buffers and inverters: 6 / 3.22
AND/OR/NAND/NOR: 2 / 0.81
per-layer routing:
layer	vias to the layer above	wire (microns)
met5	-	825
met4	88	5810
met1	22000	77300
met3	434	29300
li1	19300	-
met2	2455	104000
layout make-up:
class                           count  area, sq um
Tap cell                         3724         4660
Antenna cell                       15         37.5
Inverter                            3         21.3
Fill cell                       25100       178000
Sequential cell                  2304        69200
Multi-Input combinational cell   1629        14100
Clock inverter                    144         1490
Clock buffer                      283         6100
Timing Repair Buffer              655         6310
where the power goes:
part / internal (uW) / switching [uW] / leakage, uW
sequential: 1700 / 13.6 / 0.0211
clock: 767 / 564 / 0.00368
combinational: 81.0 / 103 / 0.00677
cell usage in the layout, fill, tap and decap left out, drive strengths merged, types with 6 or more instances in the layout:
master	Yosys	routed
edfxtp	2304	2304
clkdlybuf4s50	0	514
mux2	458	458
o221ai	427	427
clkbuf	99	283
o22ai	270	270
a22oi	168	168
buf	209	141
clkinv	1	102
a21oi	73	73
nor3	60	60
mux2i	55	55
a211o	55	55
a211oi	28	28
bufinv	0	23
diode	0	15
nor2b	14	14
clkinvlp	0	11
inv	2	11
nand2b	6	6
metrics by stage:
| step | std cells | setup WS [ns] | utilization | cell area [sq um] | hold WS (ns) |
|---|---|---|---|---|---|
| after global placement | 8315 | 46.87 | 0.337 | 94200 | 0.572 |
| after global routing | 8753 | 47.59 | 0.364 | 102000 | 0.599 |
| after CTS | 8742 | 47.79 | 0.364 | 102000 | 0.578 |
| final | 8757 | 47.80 | 0.364 | 102000 | 0.587 |
| after detailed placement | 8315 | 46.87 | 0.337 | 94200 | 0.578 |
| after floorplan | 4244 | 17.13 | - | 84600 | 0.562 |
kinds of logic (layout without fill, tap and decap cells):
logic type | after synthesis | after routing | synth area share
other cells | 0 | 15 | 0
buf+inv | 311 | 1085 | 0.0173
simple gates | 94 | 94 | 0.00578
flops | 2304 | 2304 | 0.818
compound gates | 1022 | 1022 | 0.0917
mux | 513 | 513 | 0.0675
worst max-delay path by stage:
stage                     start       endpoint  depth (start not counted)
final                 addr_i[4]  memory[4][95]                          8
after CTS             addr_i[4]  memory[4][69]                          8
after global routing  addr_i[4]  memory[4][69]                          8
Power figures rest on the tool's default switching activity, not on a simulated workload.
