File: ./design.v
module Registers #(parameter width=32, size=32) (
    input					clk,
	input		[4:0]		Rs_addr, Rt_addr,
	output reg	[width-1:0]	Rs_data, Rt_data,
	input					we,
	input		[4:0]		Rd_addr,
	input		[width-1:0]	Rd_data
);
	integer i;
	reg     [31:0]      register        [0:31];
	initial begin
		for(i = 0; i < size; i = i+1)
			register[i] = {width{1'b0}};
	end
	always @ (posedge clk) begin  
		Rs_data <= register[Rs_addr];
		Rt_data <= register[Rt_addr];
	end
	always @ (posedge clk) begin
    	if(we)
    	    register[Rd_addr] = Rd_data;
	end
endmodule 
File: ./run.sh
#!/bin/bash
# OpenROAD 26Q1-2900-gdf79404cd8, Yosys 0.63+post, stock flow scripts
make -C /OpenROAD-flow-scripts/flow DESIGN_CONFIG=/design/flow/config.mk WORK_HOME=/design/flow/orfs finish
File: ./constraint.sdc
current_design Registers

set clk_period 4.1
set clk_io_pct 0.2

create_clock -name clk0 -period $clk_period [get_ports {clk}]

set non_clock_inputs [all_inputs -no_clocks]
set_input_delay [expr $clk_period * $clk_io_pct] -clock clk0 $non_clock_inputs
set_output_delay [expr $clk_period * $clk_io_pct] -clock clk0 [all_outputs]
File: ./config.mk
export PLATFORM = sky130hd
export DESIGN_NAME = Registers
export DESIGN_NICKNAME = Registers
export VERILOG_FILES = /design/flow/design.v
export SDC_FILE = /design/flow/constraint.sdc
export NUM_CORES = 4
export LEC_CHECK = 1
export CORE_UTILIZATION = 40
==> flow_metrics.tcl <==
# flow metrics
set metrics [dict create \
    slowest_stage "or3b_2" \
    path_clk_slew_ps 60 \
    track_usage_pct 26.3 \
    gr-total-overflow 0 \
    cp_max_fo 15 \
    p_clk_share_pct 40.8 \
    busiest_layer "met2" \
    p_sw_mw 5.67 \
    synthToLayoutAreaGrowth_pct 15.0 \
    cap_violations 0 \
    p_comb_share_pct 8.6 \
    synth.ff_latch_count 1088 \
    drtIter0Drc 2140 \
    drt-pass1-iter-count 23 \
    max_freq_ghz 0.376 \
    clkLatencyLatePin_ps 690 \
    pin_count 113 \
    grt_pass1_vias 32430 \
    leakagePower_nw 21.1 \
    rsz0062_at_grt "no" \
    status "complete, no violations" \
    synth_cells 3450 \
    synth_cell_type_count 24 \
    die_h_um 356 \
    syn_avg_cell_area_um2 14.5 \
    start_kind "primary input" \
    ant_nets 0 \
    final_util_pct 46.4 \
    fp-utilization_pct 40.4 \
    root_buffer "clkbuf_16" \
    cts_hold_buf 0 \
    fin_crit_ps 2660 \
    postRouteWirelength_mm 154 \
    worst_pin_slew_ps 799 \
    critPathMaxStageDelay_ps 690 \
    htreeDepth 3 \
    hold_viol_final 0 \
    grt_max_degree 89 \
    drc 0 \
    crit_type "primary input to flop" \
    drv_slew 0 \
    topCellsByArea "edfxtp_1 61%, mux2i_1 20%, a22oi_1 2.9%, dfxtp_1 2.6%, a22o_1 2.2%" \
    synth_top_cell_by_area "edfxtp_1" \
    via_per_inst 5.86 \
    wl_per_cell_um 29.0 \
    place_congestion 0.871 \
    finalSetupTns_ps 0 \
    vias 31228 \
    fp.coreArea_um2 124000 \
    worstHoldPathType "flop to flop" \
    antenna_found_initial 6 \
    lay_top_cells "1024 x mux2i_1, 1024 x edfxtp_1, 194 x nand3_1" \
    drive_gt1_share_pct 10.4 \
    setup_viol 0 \
    die_area_um2 127000 \
    use_met2_pct 39.4 \
    grt_use_met1_pct 34.8 \
    worst_clock_skew_ps 34.2 \
    dp_hpwl_mm 87.6 \
    ys_area_um2 50100 \
    use_met3_pct 13.5 \
    fillers 10646 \
    postCtsSetupRepairBufs 0 \
    pre_cts_slack_ps 745 \
    yosysWarnings 1 \
    arrival_ps 3040 \
    cts_resized 0 \
    cts_buffer_depth 3 \
    finalClockPeriodUsage_pct 64.9 \
    ir_worst_vdd_mv 0.307 \
    crit_chain "clkdlybuf4s50_1 -> or3b_2 -> nor2_4 -> buf_4" \
    top_area_share_pct 61.4 \
    cts_tree "done" \
    worst_slack_ps 1440 \
    required_ps 4480 \
    pwr_density_cell_nw_per_um2 430 \
    ys_seq_share_pct 64.0 \
    ys_cells 3450 \
    cts_sinks 1088 \
    p_seq_share_pct 50.5 \
    intPower_mw 19.1 \
    cts_made_buffers 112 \
    port_buffers 112 \
    tool_warnings 26 \
    cp-end-kind "flop" \
    die_width_um 356 \
    netlist_area_um2 50100 \
    sw_frac_of_total_pct 22.9 \
    fin_hold_ws_ps 627 \
    slew_headroom_pct 46.6 \
    fp-row-count 129 \
    grt_pass1_wl_mm 222 \
]
## layer usage
layer	routed length (um)	part of all wire [%]	vias up
met1	57300	37	15433
met5	54	0.035	-
met4	5600	3.6	10
met3	19400	13	288
li1	-	-	13893
met2	72100	47	1604
## path summary, 6_finish.rpt
check / cells after the start / slack [ps] / end / start
worst max-delay path: 4 / 1440 / register[0][2] / we
worst min-delay path: 4 / 630 / Rs_data[3] / register[25][3]
worst max register to register: 5 / 2640 / Rt_data[3] / register[4][3]
worst min register to register: 4 / 630 / Rs_data[3] / register[25][3]
## per-stage QoR
| stage | instance area (um2) | cells | power (mW) |
|---|---|---|---|
| after floorplan | 50100 | 3450 | 13.8 |
| after global placement | 53900 | 5116 | 14.9 |
| after detailed placement | 53900 | 5116 | 14.9 |
| after CTS | 57600 | 5326 | 24.9 |
| after global routing | 57600 | 5326 | 25.5 |
| final | 57600 | 5328 | 24.7 |
## state kept, by name, summed over array words and instances, names as in the netlist
signal	count
register	1024
Rt_data	32
Rs_data	32
## power groups by stage
| stage | logic [mW] | registers, mW | clock network, mW |
|---|---|---|---|
| 4_1_cts | 2.13 | 12.5 | 10.2 |
| 5_1_grt | 2.27 | 12.5 | 10.7 |
| 6_report | 2.13 | 12.5 | 10.1 |
## cell families (layout without fill, tap and decap cells)
group | Yosys count | count (layout) | synth area share (%)
AOI/OAI and AO/OA | 576 | 576 | 7.84
other | 0 | 2 | 0
DFF | 1088 | 1088 | 64.0
muxes | 1024 | 1024 | 20.5
buffers and inverters | 253 | 492 | 3.13
and+or+nand+nor | 509 | 509 | 4.59
## area by class of cell
type | count | area (um2) | share of cell area [%]
flip-flops and latches | 1088 | 32000 | 55.6
multi-input cells | 2109 | 16800 | 29.1
clock buffers | 155 | 3090 | 5.36
repair buffers | 282 | 3070 | 5.33
well taps | 1637 | 2050 | 3.56
clock inverters | 55 | 547 | 0.950
diodes | 2 | 5.00 | 0.00869
## synth_stat cells, drive strengths merged
cell type     n
edfxtp     1024
mux2i      1024
nand2       195
nand3       194
a21oi       192
a22oi       192
buf         163
a22o        128
clkbuf       90
a31oi        64
dfxtp        64
nor3         64
nor2         35
nand3b        5
nand2b        4
nor2b         4
or3b          3
and2          2
or2           2
or3           1
## worst max-delay path: cells and delay by family
kind / cells / cell delay (ps)
buffers and inverters: 2 / 850
AND/OR/NAND/NOR: 2 / 1350
Power and IR drop assume default switching activity.
